`flow/config.mk`:
```
export PLATFORM = sky130hd
export DESIGN_NAME = lab1
export DESIGN_NICKNAME = lab1
export VERILOG_FILES = /design/flow/design.v
export SDC_FILE = /design/flow/constraint.sdc
export NUM_CORES = 4
export LEC_CHECK = 1
export CORE_UTILIZATION = 50
```
`flow/run.sh`:
```
#!/bin/bash
# OpenROAD 26Q1-2900-gdf79404cd8, Yosys 0.63+post, stock flow scripts
make -C /OpenROAD-flow-scripts/flow DESIGN_CONFIG=/design/flow/config.mk WORK_HOME=/design/flow/orfs finish
```
`flow/design.v`:
```
module card7seg(input [3:0] SW, output [6:0] HEX0);
reg [6:0] seg7_out;
    always @(*) begin
        case (SW)
            4'b0000: seg7_out = 7'b1111111;
            4'b0001: seg7_out = 7'b0001000;
            4'b0010: seg7_out = 7'b0100100;
            4'b0011: seg7_out = 7'b0110000;
            4'b0100: seg7_out = 7'b0011001;
            4'b0101: seg7_out = 7'b0010010;
            4'b0110: seg7_out = 7'b0000010;
            4'b0111: seg7_out = 7'b1111000;
            4'b1000: seg7_out = 7'b0000000;
            4'b1001: seg7_out = 7'b0010000;
            4'b1010: seg7_out = 7'b1000000;
            4'b1011: seg7_out = 7'b1100001;
            4'b1100: seg7_out = 7'b0011000;
            4'b1101: seg7_out = 7'b0001001;
            default: seg7_out = 7'b1111111;
        endcase
    end
   assign HEX0 = seg7_out;
endmodule
module datapath(input slow_clock, input fast_clock, input resetb,
                input load_pcard1, input load_pcard2, input load_pcard3,
                input load_dcard1, input load_dcard2, input load_dcard3,
                output [3:0] pcard3_out,
                output [3:0] pscore_out, output [3:0] dscore_out,
                output[6:0] HEX5, output[6:0] HEX4, output[6:0] HEX3,
                output[6:0] HEX2, output[6:0] HEX1, output[6:0] HEX0);
wire [3:0] new_card, pcard1wire, pcard2wire, pcard3wire, dcard1wire, dcard2wire, dcard3wire;	
dealcard dealcard1(fast_clock, resetb, new_card);
scorehand player(pcard1wire, pcard2wire, pcard3_out, pscore_out);
scorehand dealer(dcard1wire, dcard2wire, dcard3wire, dscore_out);
reg4 reg4_1(load_pcard1, resetb, slow_clock, new_card, pcard1wire);
reg4 reg4_2(load_pcard2, resetb, slow_clock, new_card, pcard2wire);
reg4 reg4_3(load_pcard3, resetb, slow_clock, new_card, pcard3wire);
reg4 reg4_4(load_dcard1, resetb, slow_clock, new_card, dcard1wire);
reg4 reg4_5(load_dcard2, resetb, slow_clock, new_card, dcard2wire);
reg4 reg4_6(load_dcard3, resetb, slow_clock, new_card, dcard3wire);
assign pcard3_out = pcard3wire;
card7seg seg_0(pcard1wire, HEX0);
card7seg seg_1(pcard2wire, HEX1);
card7seg seg_2(pcard3wire, HEX2);
card7seg seg_3(dcard1wire, HEX3);
card7seg seg_4(dcard2wire, HEX4);
card7seg seg_5(dcard3wire, HEX5);
endmodule
module reg4 (load_card, resetb, slow_clock, new_card, output_wire);
input resetb, slow_clock, load_card;
input [3:0] new_card;
output reg [3:0] output_wire;
always @(posedge slow_clock or negedge resetb) begin
    if (resetb == 0)
        output_wire <= 4'b0000;      
    else if (load_card == 1'b1)
        output_wire <= new_card;
    else
        output_wire <= output_wire;
end
endmodule
module dealcard(input clock, input resetb, output [3:0] new_card);
reg [3:0] dealer_card;
always_ff @(posedge clock, negedge resetb)
  if (resetb == 0)
     dealer_card <= 1;  
  else
     if (dealer_card == 13)
	     dealer_card = 1;
	  else 
	     dealer_card++;
assign new_card = dealer_card;
endmodule
module lab1(input CLOCK_50, input[3:0] KEY, output[9:0] LEDR,
            output[6:0] HEX5, output[6:0] HEX4, output[6:0] HEX3,
            output[6:0] HEX2, output[6:0] HEX1, output[6:0] HEX0);
wire fast_clock, slow_clock, resetb;
wire load_pcard1, load_pcard2, load_pcard3;
wire load_dcard1, load_dcard2, load_dcard3;
wire [3:0] pscore, dscore;
wire [3:0] pcard3;
assign resetb = KEY[3];
assign slow_clock = KEY[0];
assign fast_clock = CLOCK_50;
datapath dp(.slow_clock(slow_clock),
            .fast_clock(fast_clock),
            .resetb(resetb),
            .load_pcard1(load_pcard1),
            .load_pcard2(load_pcard2),
            .load_pcard3(load_pcard3),
            .load_dcard1(load_dcard1),
            .load_dcard2(load_dcard2),
            .load_dcard3(load_dcard3),
            .dscore_out(dscore),
            .pscore_out(pscore),
            .pcard3_out(pcard3),
            .HEX5(HEX5),
            .HEX4(HEX4),
            .HEX3(HEX3),
            .HEX2(HEX2),
            .HEX1(HEX1),
            .HEX0(HEX0));
assign LEDR[3:0] = pscore;
assign LEDR[7:4] = dscore;
statemachine sm(.slow_clock(slow_clock),
                .resetb(resetb),
                .dscore(dscore),
                .pscore(pscore),
                .pcard3(pcard3),
                .load_pcard1(load_pcard1),
                .load_pcard2(load_pcard2),
                .load_pcard3(load_pcard3),						  
                .load_dcard1(load_dcard1),
                .load_dcard2(load_dcard2),
                .load_dcard3(load_dcard3),	
                .player_win_light(LEDR[8]), 
                .dealer_win_light(LEDR[9]));
endmodule
module scorehand(input [3:0] card1, input [3:0] card2, input [3:0] card3, output reg [3:0] total);
reg [3:0] card1_mod, card2_mod, card3_mod;
always @(*) begin
        if (card1 >= 4'b1010)
            card1_mod = 4'b0000; 
        else 
            card1_mod = card1;
        if (card2 >= 4'b1010)
            card2_mod = 4'b0000; 
        else
            card2_mod = card2;
        if (card3 >= 4'b1010)
            card3_mod = 4'b0000; 
        else
            card3_mod = card3;
        total = (card1_mod + card2_mod + card3_mod)%10;
end
endmodule
module statemachine(input slow_clock, input resetb,
                    input [3:0] dscore, input [3:0] pscore, input [3:0] pcard3,
                    output load_pcard1, output load_pcard2,output load_pcard3,
                    output load_dcard1, output load_dcard2, output load_dcard3,
                    output player_win_light, output dealer_win_light);
reg [3:0] present_state, next_state;
reg load_pcard1_reg, load_pcard2_reg, load_pcard3_reg, load_dcard1_reg, load_dcard2_reg, load_dcard3_reg, dealer_win_light_reg, player_win_light_reg;
always@ (posedge slow_clock or negedge resetb) begin
    if (resetb == 0) begin
        present_state <= 4'b0000;
    end else begin
        present_state <= next_state;
end
end
always_comb begin
    case (present_state)
            4'b0000: next_state = 4'b0001;
            4'b0001: next_state = 4'b0010;
            4'b0010: next_state = 4'b0011;
            4'b0011: if (dscore >= 4'b1000||pscore >= 4'b1000) 
                    next_state = 4'b0110;
                else if (pscore <= 4'b0101)  
                    next_state = 4'b0100;
                else if ((pscore == 4'b0110|| pscore == 4'b0111)&&(dscore<=4'b0101))  
                    next_state = 4'b0101;
                else
                    next_state = 4'b0110;
            4'b0100: if (dscore == 4'b0111)  
                    next_state = 4'b0110;
                else if ((dscore == 4'b0110)&&((pcard3==4'b0110)||(pcard3==4'b0111)))  
                    next_state = 4'b0101;                                              
                else if ((dscore == 4'b0101)&&((pcard3>=4'b0100)&&(pcard3<=4'b0111)))  
                    next_state = 4'b0101;                                              
                else if ((dscore == 4'b0100)&&((pcard3>=4'b0010)&&(pcard3<=4'b0111)))  
                    next_state = 4'b0101;                                              
                else if ((dscore == 4'b0011)&&(pcard3!=4'b1000))                       
                    next_state = 4'b0101;                                              
                else if (dscore<=4'b0010)                                              
                    next_state = 4'b0101;                                            
                else
                    next_state = 4'b0110;
            4'b0101: next_state = 4'b0110;
            4'b0110: if (dscore>pscore)
                            next_state = 4'b0111;
                        else if (dscore<pscore)
                            next_state = 4'b1000;
                        else
                            next_state = 4'b1010;
            default: next_state = 4'b0000;
    endcase
end
always_comb begin
    case (present_state)
        4'b0000: {load_dcard1_reg, load_dcard2_reg, load_dcard3_reg, load_pcard1_reg, load_pcard2_reg, load_pcard3_reg, player_win_light_reg, dealer_win_light_reg} = {1'b0, 1'b0, 1'b0, 1'b1, 1'b0, 1'b0, 1'b0, 1'b0};
        4'b0001: {load_dcard1_reg, load_dcard2_reg, load_dcard3_reg, load_pcard1_reg, load_pcard2_reg, load_pcard3_reg, player_win_light_reg, dealer_win_light_reg} = {1'b1, 1'b0, 1'b0, 1'b0, 1'b0, 1'b0, 1'b0, 1'b0};
        4'b0010: {load_dcard1_reg, load_dcard2_reg, load_dcard3_reg, load_pcard1_reg, load_pcard2_reg, load_pcard3_reg, player_win_light_reg, dealer_win_light_reg} = {1'b0, 1'b0, 1'b0, 1'b0, 1'b1, 1'b0, 1'b0, 1'b0};
        4'b0011: {load_dcard1_reg, load_dcard2_reg, load_dcard3_reg, load_pcard1_reg, load_pcard2_reg, load_pcard3_reg, player_win_light_reg, dealer_win_light_reg} = {1'b0, 1'b1, 1'b0, 1'b0, 1'b0, 1'b0, 1'b0, 1'b0};
        4'b0100: {load_dcard1_reg, load_dcard2_reg, load_dcard3_reg, load_pcard1_reg, load_pcard2_reg, load_pcard3_reg, player_win_light_reg, dealer_win_light_reg} = {1'b0, 1'b0, 1'b0, 1'b0, 1'b0, 1'b1, 1'b0, 1'b0};
        4'b0101: {load_dcard1_reg, load_dcard2_reg, load_dcard3_reg, load_pcard1_reg, load_pcard2_reg, load_pcard3_reg, player_win_light_reg, dealer_win_light_reg} = {1'b0, 1'b0, 1'b1, 1'b0, 1'b0, 1'b0, 1'b0, 1'b0};
        4'b0111: {load_dcard1_reg, load_dcard2_reg, load_dcard3_reg, load_pcard1_reg, load_pcard2_reg, load_pcard3_reg, player_win_light_reg, dealer_win_light_reg} = {1'b0, 1'b0, 1'b0, 1'b0, 1'b0, 1'b0, 1'b0, 1'b1};
        4'b1000: {load_dcard1_reg, load_dcard2_reg, load_dcard3_reg, load_pcard1_reg, load_pcard2_reg, load_pcard3_reg, player_win_light_reg, dealer_win_light_reg} = {1'b0, 1'b0, 1'b0, 1'b0, 1'b0, 1'b0, 1'b1, 1'b0};
        4'b1010: {load_dcard1_reg, load_dcard2_reg, load_dcard3_reg, load_pcard1_reg, load_pcard2_reg, load_pcard3_reg, player_win_light_reg, dealer_win_light_reg} = {1'b0, 1'b0, 1'b0, 1'b0, 1'b0, 1'b0, 1'b1, 1'b1};
        default: {load_dcard1_reg, load_dcard2_reg, load_dcard3_reg, load_pcard1_reg, load_pcard2_reg, load_pcard3_reg, player_win_light_reg, dealer_win_light_reg} = {1'b0, 1'b0, 1'b0, 1'b0, 1'b0, 1'b0, 1'b0, 1'b0};
    endcase
end
assign load_pcard1 = load_pcard1_reg;
assign load_pcard2 = load_pcard2_reg;
assign load_pcard3 = load_pcard3_reg;
assign load_dcard1 = load_dcard1_reg;
assign load_dcard2 = load_dcard2_reg;
assign load_dcard3 = load_dcard3_reg;
assign dealer_win_light = dealer_win_light_reg; 
assign player_win_light = player_win_light_reg;
endmodule
```
`flow/constraint.sdc`:
```
current_design lab1

set clk_period 5.0
set clk_io_pct 0.2

create_clock -name clk0 -period $clk_period [get_ports {CLOCK_50}]
create_clock -name clk1 -period $clk_period [get_ports {KEY}]

set non_clock_inputs [all_inputs -no_clocks]
set_input_delay [expr $clk_period * $clk_io_pct] -clock clk0 $non_clock_inputs
set_output_delay [expr $clk_period * $clk_io_pct] -clock clk0 [all_outputs]
```
==> impl_metrics.py <==
# Flow results
metrics = {
    "synth": {
        "yosysUniqueCellTypes": 80,
        "syn_area_per_cell_um2": 7.71,
        "async_reset_ff_share_pct": 100,
        "syn_inst": 577,
        "synth_top_flop_cell": "dfrtp_1",
        "mappedNetlistArea_mm2": 0.00445,
        "yosysMostFrequentCell": "nand2_1",
        "ys_cells": 577,
        "synth_flops": 32,
        "area_leaders": "dfrtp_1, ha_1, nand2_1, a21oi_1, fa_1",
        "ys_seq_share_pct": 18.0,
        "yosys-top-cells-count": "nand2_1, inv_1, nor2_1",
        "yosysTopAreaCell": "dfrtp_1",
        "yosys_warnings": 5,
        "synth_chip_area_mm2": 0.00445,
        "top_area_share_pct": 17.4,
        "edf_count": 0,
    },
    "route": {
        "via_per_inst": 5.42,
        "wl_um": 12000,
        "dr.pass1.iters": 20,
        "drtIter0Drc": 161,
        "antenna_cells": 0,
        "wl_per_cell_um": 13.8,
        "vias": 4715,
        "antenna_left": 0,
        "drc_errors": 0,
    },
    "floorplan": {
        "rows": 34,
        "dieArea_mm2": 0.00927,
        "die_h_um": 96.3,
        "io_pins": 57,
        "die_w_um": 96.3,
        "core-area_mm2": 0.00868,
        "fp_util_pct": 51.2,
    },
    "grt": {
        "gr-usage-met2_pct": 39.9,
        "use_met3_pct": 6.91,
        "grt_pass1_wl_um": 19200,
        "use_met1_pct": 41.4,
        "overflow": 0,
        "grt_pass1_vias": 4351,
        "antenna_found_initial": 0,
        "busiest_layer": "met1",
        "grt_max_degree": 17,
        "grt.total_usage_pct": 26.9,
    },
    "timing": {
        "slew_viol_final": 0,
        "rsz0062_at_grt": "yes",
        "maxSlewHeadroom_pct": 43.2,
        "final_hold_viol_count": 32,
        "fin_skew_ns": 0.00470,
        "hold_ws_ns": -0.314,
        "tightestPinTransition_ns": 0.844,
        "setup_viol": 10,
        "fin_ws_ns": -0.802,
    },
    "place": {
        "dpl.hpwl_um": 8440,
        "gp_congestion": 0.886,
        "dpl-instance-area_mm2": 0.00600,
        "portBuffers": 52,
    },
    "finish": {
        "drive_above_1_share_pct": 36.9,
        "syn2layout_area_growth_pct": 52.5,
        "postLayoutCellArea_mm2": 0.00678,
        "filler_cell_count": 558,
    },
    "setup_path": {
        "crit_buf_inv": 6,
        "slowest_delay_ns": 0.53,
        "crit_top_cell": "ha_4",
        "slowest_stage": "fa_1",
        "startpoint": "dp.reg4_6.output_wire[0]",
        "path_max_fanout": 4,
        "worstSetupStartpointType": "flip-flop",
        "arrival_ns": 4.80,
        "cp.required_ns": 4.00,
        "reg2reg_from": "dp.reg4_6.output_wire[0]",
        "path_class": "flip-flop to primary output",
        "cp_top_family": "adder cells",
        "end_kind": "primary output",
    },
    "clock_network": {
        "cts_tree": "built",
        "postCtsHoldBufs": 0,
        "clk_pin_slew_ns": 0.07,
    },
    "flow_run": {
        "tool_warnings": 127,
        "drv_cap": 0,
    },
    "power": {
        "power_leakage_nw": 2.99,
        "vdd_drop_max_uv": 525,
        "p_per_area_mw_per_mm2": 108,
    },
    "outcome": {
        "outcome": "finished with violations",
        "violations": "hold timing, setup timing",
    },
    "min_path": {
        "hp-class": "clock port to async pin",
    },
}
-- cell families (layout without fill, tap and decap cells) --
| kind of cell | after synthesis | after routing | synth area share, % |
|---|---|---|---|
| DFF | 32 | 32 | 18.0 |
| and+or+nand+nor | 189 | 189 | 20.3 |
| adders and majority gates | 61 | 61 | 18.9 |
| muxes | 26 | 26 | 6.61 |
| buffers and inverters | 92 | 277 | 8.55 |
| xor gates and xnor gates | 6 | 6 | 1.60 |
| AOI/OAI and AO/OA | 171 | 171 | 26.0 |
-- what timing repair did --
| action | 4_1_cts | 5_1_grt |
|---|---|---|
| pin swaps | 39 | 16 |
| gates cloned | 0 | 0 |
| buffers inserted | 32 | 7 |
| endpoints found under the setup margin | 10 | 10 |
| gates resized | 56 | 25 |
| endpoints found under the hold margin | 0 | 0 |
-- worst paths after layout --
path,endpoint,slack (ns),depth (start not counted)
setup / recovery,LEDR[7],-0.80,25
hold / removal,dp.reg4_1.output_wire[2],-0.31,2
setup reg to reg,sm.present_state[2],-0.74,33
hold reg to reg,dp.dealcard1.dealer_card[0],0.58,1
max in group clk1,sm.present_state[2],-0.74,33
max in group asynchronous,dp.dealcard1.dealer_card[0],5.08,2
min in group clk0,dp.dealcard1.dealer_card[0],0.58,1
min in group clk1,dp.reg4_5.output_wire[0],0.60,2
-- worst reg2reg max path, delay by kind of cell, from the launching register on --
kind                       cells  cell delay [ns]
DFF                            1             0.36
buffers and inverters          7             0.65
adders and majority gates      7             1.95
AOI/OAI and AO/OA             14             1.77
and+or+nand+nor                5             0.93
-- where the power goes --
| part | switching (W) | internal [W] |
|---|---|---|
| clock | 0.000157 | 0.000321 |
| combinational | 0 | 0 |
| sequential | 0 | 0.000255 |
| total | 0.000157 | 0.000576 |
-- flip-flops by register name (all words and copies together), names as in the netlist --
register / flops
dp.reg4_6.output_wire: 4
sm.present_state: 4
dp.dealcard1.dealer_card: 4
dp.reg4_4.output_wire: 4
dp.reg4_3.output_wire: 4
dp.reg4_2.output_wire: 4
dp.reg4_5.output_wire: 4
dp.reg4_1.output_wire: 4
-- stage by stage --
stage	power (W)	setup slack (ns)	util, %	setup TNS (ns)	cells
finish	0.000734	-0.802	78.1	-6.37	870
global route	0.000840	-1.05	78.1	-8.73	870
CTS	0.000805	-0.956	76.6	-6.92	865
detailed placement	0.000261	-0.920	69.2	-7.00	817
global placement	0.000261	-0.833	69.2	-6.40	817
floorplan	0.000261	-0.641	-	-3.90	577
-- layout by cell type (no fill, tap or decap), drive strengths merged, types with 3 or more instances in the layout --
master / netlist / final
buf: 12 / 161
nand2: 63 / 63
inv: 54 / 54
nor2: 53 / 53
ha: 51 / 51
a21oi: 47 / 47
clkdlybuf4s50: 0 / 46
o21ai: 43 / 43
dfrtp: 31 / 31
nor3: 16 / 16
mux2: 14 / 14
clkbuf: 26 / 13
mux2i: 11 / 11
nand3: 11 / 11
a211oi: 11 / 11
a31oi: 10 / 10
fa: 10 / 10
o31ai: 9 / 9
nor2b: 9 / 9
nand2b: 7 / 7
or3: 6 / 6
a21o: 5 / 5
a211o: 4 / 4
a22o: 4 / 4
or4: 4 / 4
a221oi: 4 / 4
xnor2: 4 / 4
or2: 4 / 4
nand4: 3 / 3
o21a: 3 / 3
and3: 3 / 3
and2: 3 / 3
-- cell type report --
| cell class | count | area [µm²] | area share [%] |
|---|---|---|---|
| multi-input combinational | 453 | 3710 | 54.7 |
| timing repair buffer | 207 | 1700 | 25.1 |
| sequential | 32 | 802 | 11.8 |
| inverter | 54 | 203 | 2.99 |
| clock buffer | 13 | 169 | 2.49 |
| tap | 108 | 135 | 1.99 |
| clock inverter | 3 | 63.8 | 0.941 |
-- per-layer routing --
| layer | vias to the layer above | part of all wire [%] | wire [µm] |
|---|---|---|---|
| met2 | 90 | 44 | 5320 |
| met3 | 6 | 4.2 | 500 |
| met4 | 0 | 0.49 | 59 |
| met1 | 2208 | 51 | 6120 |
| li1 | 2411 | - | - |
| met5 | - | 0 | 0 |
No activity file was given, so power comes from the tool's default toggle rates.
